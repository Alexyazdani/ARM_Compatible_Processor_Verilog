`/design/flow/design.v`:
```
module pfa(input A, B, Cin, output result, output P, output G);
    assign G = A & B;
    assign P = A ^ B;
    assign result = Cin ^ P;
endmodule
module cla_4bit(input [3:0] A, B, input Cin, output [3:0] result, output P0, G0);
    wire [3:0] P, G, C;
    pfa PFA0 (A[0], B[0], Cin, result[0], P[0], G[0]);
    pfa PFA1 (A[1], B[1], C[0], result[1], P[1], G[1]);
    pfa PFA2 (A[2], B[2], C[1], result[2], P[2], G[2]);
    pfa PFA3 (A[3], B[3], C[2], result[3], P[3], G[3]);
    assign C[0] = G[0] | (P[0] & Cin);
    assign C[1] = G[1] | (P[1] & G[0]) | (P[0] & P[1] & Cin);
    assign C[2] = G[2] | (P[2] & G[1]) | (P[2] & P[1] & G[0]) | (P[2] & P[1] & P[0] & Cin);
    assign C[3] = G[3] | (P[3] & G[2]) | (P[3] & P[2] & G[1]) | (P[3] & P[2] & P[1] & G[0]) | (P[3] & P[2] & P[1] & P[0] & Cin);
    assign G0 = G[3] | (P[3] & G[2]) | (P[3] & P[2] & G[1]) | (P[3] & P[2] & P[1] & G[0]);
    assign P0 = P[3] & P[2] & P[1] & P[0];
endmodule
module cla_16bit(input [15:0] A, B, input Cin, output [15:0] result, output P0, G0);
    wire [3:0] P, G, C;
    cla_4bit CLA0 (A[3:0], B[3:0], Cin, result[3:0], P[0], G[0]);
    cla_4bit CLA1 (A[7:4], B[7:4], C[0], result[7:4], P[1], G[1]);
    cla_4bit CLA2 (A[11:8], B[11:8], C[1], result[11:8], P[2], G[2]);
    cla_4bit CLA3 (A[15:12], B[15:12], C[2], result[15:12], P[3], G[3]);
    assign C[0] = G[0] | (P[0] & Cin);
    assign C[1] = G[1] | (P[1] & G[0]) | (P[0] & P[1] & Cin);
    assign C[2] = G[2] | (P[2] & G[1]) | (P[2] & P[1] & G[0]) | (P[2] & P[1] & P[0] & Cin);
    assign C[3] = G[3] | (P[3] & G[2]) | (P[3] & P[2] & G[1]) | (P[3] & P[2] & P[1] & G[0]) | (P[3] & P[2] & P[1] & P[0] & Cin);
    assign G0 = G[3] | (P[3] & G[2]) | (P[3] & P[2] & G[1]) | (P[3] & P[2] & P[1] & G[0]);
    assign P0 = P[3] & P[2] & P[1] & P[0];
endmodule
module add32b(input [31:0] A, B, input Cin, output [31:0] result, output Cout);
    wire [1:0] P, G, C;
    cla_16bit CLA0 (A[15:0], B[15:0], Cin, result[15:0], P[0], G[0]);
    cla_16bit CLA1 (A[31:16], B[31:16], C[0], result[31:16], P[1], G[1]);
    assign C[0] = G[0] | (P[0] & Cin);
    assign Cout = G[1] | (P[1] & G[0]) | (P[0] & P[1] & Cin);
endmodule
module alu (
    input  [31:0] op1,
    input  [31:0] op2,
    input  [3:0]  opcode,
    input  set_cond,
    output reg [31:0] result,
    output cspr_N,
    output cspr_Z,
    output cspr_C,
    output cspr_V
);
    wire [31:0] add_result, sub_result, mov_result, cmp_result;
    wire add_overflow, add_carry, sub_carry, cmp_overflow;
    wire cspr_cond_EQ, cspr_cond_NE, cspr_cond_HI, cspr_cond_LT;
    reg [31:0] add_in;
    reg add_sel;
    add32b add_inst (.A(op1), .B(add_in), .Cin(add_sel), .result(add_result), .Cout(add_carry));
    assign add_overflow = (op1[31] == op2[31]) && (add_result[31] != op1[31]);
    assign sub_carry = add_carry;
    assign sub_result = add_result;
    assign sub_overflow = (op1[31] != op2[31]) && (sub_result[31] != op1[31]);
    assign mov_result = op2;
    assign cmp_result = add_result;
    assign cmp_overflow = (op1[31] != op2[31]) && (cmp_result[31] != op1[31]);
    assign cspr_cond_EQ = (cspr_Z == 1);
    assign cspr_cond_NE = (cspr_Z == 0);
    assign cspr_cond_HI = (cspr_C == 1) && (cspr_Z == 0);
    assign cspr_cond_LT = (cspr_N != cspr_V);
    always @(*) begin
        case (opcode)
            4'b0100: result = add_result;        
            4'b1101: result = mov_result;        
            4'b1010: result = cmp_result;        
            4'b0010: result = sub_result;        
            default: result = add_result;        
        endcase
        case (opcode)
            4'b0010: add_in = ~op2;   
            4'b1010: add_in = ~op2;   
            default: add_in = op2;    
        endcase
        case (opcode)
            4'b0010: add_sel = 1'b1;   
            4'b1010: add_sel = 1'b1;   
            default: add_sel = 1'b0;   
        endcase
    end
    assign cspr_N = set_cond && result[31];
    assign cspr_Z = set_cond && (result==32'b0);
    assign cspr_C = set_cond && add_carry; 
    assign cspr_V = set_cond && cmp_overflow;
endmodule
```
`/design/flow/run.sh`:
```
#!/bin/bash
# OpenROAD 26Q1-2900-gdf79404cd8, Yosys 0.63+post, stock flow scripts
make -C /OpenROAD-flow-scripts/flow DESIGN_CONFIG=/design/flow/config.mk WORK_HOME=/design/flow/orfs finish
```
`/design/flow/config.mk`:
```
export PLATFORM = sky130hd
export DESIGN_NAME = alu
export DESIGN_NICKNAME = alu
export VERILOG_FILES = /design/flow/design.v
export SDC_FILE = /design/flow/constraint.sdc
export NUM_CORES = 4
export LEC_CHECK = 1
export CORE_UTILIZATION = 50
```
`/design/flow/constraint.sdc`:
```
current_design alu

set clk_period 20.6
set clk_io_pct 0.2

create_clock -name clk0 -period $clk_period

set non_clock_inputs [all_inputs -no_clocks]
set_input_delay [expr $clk_period * $clk_io_pct] -clock clk0 $non_clock_inputs
set_output_delay [expr $clk_period * $clk_io_pct] -clock clk0 [all_outputs]
```
==> impl_metrics.tcl <==
# yosys + openroad results
set metrics [dict create \
    status "complete, no violations" \
    yosysUniqueCellTypes 64 \
    cts_resized 0 \
    rsz0062_at_grt "false" \
    worst_ep_required_time_ns 16.48 \
    startpoint_type "primary input" \
    max_cap_viol_count 0 \
    final_max_slew_viol_count 0 \
    coreArea_um2 4384 \
    yosysChipArea_um2 2305 \
    port_buffers 105 \
    yosys-top-cells-count "xor2_1 (42), ha_1 (32), nand2_1 (28)" \
    cp.arrival_ns 10.14 \
    ant_nets 0 \
    clkbuf_count 0 \
    fmax_ghz 0.07012 \
    dpl.hpwl_um 5175 \
    setup_tns_ns 0 \
    area_growth_syn_to_layout_pct 47.39 \
    synth_top_cell_by_count "xor2_1" \
    pwr_density_cell_nw_per_um2 40.28 \
    cp-startpoint "opcode[2]" \
    wl_per_cell_um 13.67 \
    leakagePower_nw 1.463 \
    die-area_um2 4885 \
    rows 24 \
    synth_top_area_share 0.1737 \
    dr.pass1.iters 4 \
    synth_area_per_cell_um2 7.411 \
    top_cells_by_area "ha_1 (17%), xor2_1 (16%), fa_1 (6.1%)" \
    n_antenna_cell 0 \
    finalNonFillerCells 460 \
    die_h_um 69.89 \
    placed_cells 460 \
    drtIter0Drc 127 \
    post-route-min-period_ns 14.26 \
    viasPerCell 5.554 \
    vias 2555 \
    top_area_cell "ha_1" \
    drive_gt1_frac 0.05637 \
    fin_crit_sh 0.6923 \
    nFillCells 326 \
    cts_setup_buffers 0 \
    grt_overflow 0 \
    tightest_slew_ns 0.6010 \
    syn-instance-count 311 \
    regArea_um2 0 \
    syn_area_um2 2305 \
    antenna_found_initial 0 \
    irDropWorstVdd_mv 0.02613 \
    comb_area_um2 2191 \
    ys_cells 311 \
    hp-class "primary input to output pin" \
    cp-end-kind "output pin" \
    n_sequential_cell 0 \
    grtUsageTotal 0.2610 \
    io_pins 105 \
    ctsHoldBuffers 0 \
    setup_viol 0 \
    ys_seq_share 0 \
    hold_viol 0 \
    drc_errors 0 \
    wirelength_um 6286 \
    die_w_um 69.89 \
    warnings 33 \
    hold_start "op2[20]" \
    worst-path-max-fanout 34 \
    gp_congestion 1.089 \
    path_class "primary input to output pin" \
    relSlewSlack 0.5941 \
    grt_pass1_vias 2317 \
    initCoreUtil 0.5257 \
    yosysWarningCount 2 \
    grt_max_degree 40 \
    grt_pass1_wl_um 10430 \
]
## report_power, final
part           switching (W)  total (W)  internal (W)
logic              0.0000564   0.000137     0.0000804
clock network              0          0             0
registers                  0          0             0
total              0.0000564   0.000137     0.0000804
## placed cells by master (no fill, tap or decap), types with 2 or more instances in the layout
cell               n
a21oi_2            2
or4_4              2
o21bai_1           2
mux2_2             2
o211ai_1           2
clkdlybuf4s50_1  105
o2111a_1           2
o2111ai_1          4
nand2_1           28
fa_1               7
mux2i_1            2
buf_4              3
o21ai_0           14
nand4_1            5
nand4b_1           3
xor2_1            42
nand2b_1           6
xnor2_1           10
nor3_1             4
and2_1             6
a311oi_1           2
a21o_1             8
nand3_1            4
a211o_1            2
a21oi_1           24
nor2b_1            2
nor2_1            27
ha_1              32
nor4bb_1           2
nor4_1             2
inv_1             18
o21ai_1            4
## critical path, cell delays in order
cell,delay [ns]
clkdlybuf4s50_1,0.47
nor3b_2,0.19
buf_4,0.49
xor2_1,0.14
ha_1,0.36
a21o_1,0.19
a21o_1,0.18
a21oi_2,0.18
o22ai_2,0.14
or4_4,0.50
o21ai_4,0.20
o21bai_1,0.10
fa_1,0.38
xnor2_1,0.20
nand2_1,0.09
a221o_1,0.33
nor4bb_1,0.28
nand4b_1,0.13
nor4_1,0.21
nand4b_1,0.17
nor4_1,0.20
o2111ai_1,0.18
nor4_2,0.22
clkdlybuf4s50_1,0.48
## per-stage QoR
step	hold WS (ns)	setup slack (ns)	cell area, um2	utilization	power, W
global route	9.251	5.863	3397	0.7748	0.0001510
CTS	9.213	6.347	3397	0.7748	0.0001371
global placement	9.202	6.536	3397	0.7748	0.0001355
floorplan	8.284	7.601	2305	-	0.00007049
detailed placement	9.207	6.367	3397	0.7748	0.0001357
finish	9.218	6.338	3397	0.7748	0.0001368
## worst paths after layout
path | endpoint | cells after the start
worst min-delay path | result[20] | 4
worst max-delay path | cspr_Z | 24
## per-layer routing
metal	wire, um	track usage
met1	3049	0.4145
met4	14	0.006667
met3	497	0.02628
met2	2724	0.4103
met5	0	0
## kinds of logic (layout without fill, tap and decap cells)
kind of cell	count (synthesis)	count (layout)	synth area share
adder cells (fa/ha/maj)	39	39	0.2345
AND-OR/OR-AND	81	81	0.2492
multiplexers	4	4	0.01846
XOR/XNOR	52	52	0.1976
buffers and inverters	29	126	0.05157
AND/OR/NAND/NOR	106	106	0.2487
## area by class of cell
cell class | count | area share
multi-input cells | 282 | 0.6449
repair buffers | 108 | 0.3160
inverters | 18 | 0.01989
well taps | 52 | 0.01915
Power figures rest on the tool's default switching activity, not on a simulated workload.
