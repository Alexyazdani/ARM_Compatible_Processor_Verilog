--- /design/flow/design.v ---
module counter (
    input wire clk,
    input wire reset,
    input wire pipe_en,
    input wire [8:0] in,
    output reg [8:0] out
);
    wire [8:0] sum;
    wire [8:0] carry;
    half_adder ha0 (.a(in[0]), .b(1'b1),     .sum(sum[0]), .cout(carry[0]));
    half_adder ha1 (.a(in[1]), .b(carry[0]), .sum(sum[1]), .cout(carry[1]));
    half_adder ha2 (.a(in[2]), .b(carry[1]), .sum(sum[2]), .cout(carry[2]));
    half_adder ha3 (.a(in[3]), .b(carry[2]), .sum(sum[3]), .cout(carry[3]));
    half_adder ha4 (.a(in[4]), .b(carry[3]), .sum(sum[4]), .cout(carry[4]));
    half_adder ha5 (.a(in[5]), .b(carry[4]), .sum(sum[5]), .cout(carry[5]));
    half_adder ha6 (.a(in[6]), .b(carry[5]), .sum(sum[6]), .cout(carry[6]));
    half_adder ha7 (.a(in[7]), .b(carry[6]), .sum(sum[7]), .cout(carry[7]));
    half_adder ha8 (.a(in[8]), .b(carry[7]), .sum(sum[8]), .cout());
    always @(posedge clk) begin
        if (reset) out <= 9'd0;
        else if (pipe_en) out <= sum;
    end
endmodule
module half_adder (
    input wire a,    
    input wire b,    
    output wire sum,  
    output wire cout  
);
    assign sum = a ^ b;
    assign cout = a & b;
endmodule
--- /design/flow/run.sh ---
#!/bin/bash
# OpenROAD 26Q1-2900-gdf79404cd8, Yosys 0.63+post, stock flow scripts
make -C /OpenROAD-flow-scripts/flow DESIGN_CONFIG=/design/flow/config.mk WORK_HOME=/design/flow/orfs finish
--- /design/flow/config.mk ---
export PLATFORM = sky130hd
export DESIGN_NAME = counter
export DESIGN_NICKNAME = counter
export VERILOG_FILES = /design/flow/design.v
export SDC_FILE = /design/flow/constraint.sdc
export NUM_CORES = 4
export LEC_CHECK = 1
export CORE_AREA = 10 10 70 70
export DIE_AREA = 0 0 80 80
--- /design/flow/constraint.sdc ---
current_design counter

set clk_period 2.7
set clk_io_pct 0.2

create_clock -name clk0 -period $clk_period [get_ports {clk}]

set non_clock_inputs [all_inputs -no_clocks]
set_input_delay [expr $clk_period * $clk_io_pct] -clock clk0 $non_clock_inputs
set_output_delay [expr $clk_period * $clk_io_pct] -clock clk0 [all_outputs]
==> metrics.yaml <==
status: "finished, final reports clean"
cts_resized: 0
finalSetupViolations: 0
grt_pass1_wl_um: 1731
io_buffer_count: 20
ff2ff_setup_slack_ps: 2040
grt_max_degree: 12
dp_hpwl_um: 932.3
fin_crit_sh: 0.8978
wire_per_inst_um: 10.45
fin_setup_tns_ps: 0
syn_area_per_cell_um2: 11.29
antenna_found_initial: 0
rr_startpoint: "out[8]$_SDFFE_PP0P_"
fmax_mhz: 412.6
fin_area_um2: 695.7
lay_top_cells: "20 x clkdlybuf4s50_1, 9 x dfxtp_1, 8 x nor2_1"
syn_inst: 37
skew_ps: 0
place_ws_ps: 0.7772
firstDrtPassIters: 4
cp.required_ps: 2870
clk_pin_slew_ps: 60
antenna_cells: 0
hold_viol: 0
grt_pass1_vias: 320
grt_overflow_total: 0
cts_max_level: 1
crit_path_start_kind: "input port"
largest_area_cell: "dfxtp_1"
path_class: "in -> reg"
power_mw: 0.3074
drive_gt1_frac: 0.1167
whs_ps: 492.1
pin_count: 21
end_kind: "flip-flop"
fillerInstances: 371
drv_slew: 0
postSynthSeqShare: 0.4311
clockBufferDepth: 2
min-delay-start: "out[8]$_SDFFE_PP0P_"
ys_types: 10
ant_nets: 0
slew-limit-headroom: 0.6003
layout_setup_ws_ps: 276.1
cts_setup_buffers: 0
mostFrequentLayoutCell: "clkdlybuf4s50_1"
wl_um: 1108
dieHeight_um: 80
ys_ff: 9
max_slew.worst_pin.slew_ps: 597.6
top_cells_by_area: "dfxtp_1 43%, ha_1 21%, mux2i_1 17%, nor2_1 7.2%, a211oi_2 3.0%"
rsz0062_at_grt: "no"
syn_area_um2: 417.9
hold_buffers: 0
cts.sinks: 9
drc: 0
synth_top_area_share: 0.4311
vias: 322
placed_cell_area_um2: 668.1
top_register: "out"
reg.largest.list: "out x9"
largest_reg_flops: 9
critPathArrivalTime_ps: 2590
yosysChipArea_um2: 417.9
dr.first_iter.drc_count: 16
clock_latency_ps: 250
ir_worst_vdd_mv: 0.1112
warnings: 25
numCtsBuffers: 3
ys_cells: 37
min_path_type: "reg -> reg"
period_minus_slack_ps: 2424
core_um2: 3416
ys_warn_count: 1
ff_latch_area_um2: 180.2
cp_max_fo: 2
hold_path_end: "out[8]$_SDFFE_PP0P_"
cts_tree: "done"
reg2reg_depth: 2
cts-root-buf: "clkbuf_4"
leakagePower_nw: 0.2960
vias_per_cell: 3.038
cap_violations: 0
row_count: 21
powerDensity_nw_per_um2: 441.9
globalRouteTotalUtil: 0.03608
syn_to_final_growth_pct: 66.47
die-area_um2: 6400
fp-utilization: 0.1223
hold_path_depth: 2
logic_area_um2: 222.7
fp.dieW_um: 80
rr_endpoint: "out[8]$_SDFFE_PP0P_"
place.gp.congestion: 0.7173
==> routing by layer <==
| layer | GRT usage | wire (µm) | up-vias | share of wire |
|---|---|---|---|---|
| met4 | 0.001761 | 8 | 0 | 0.0072 |
| met5 | 0 | 0 | - | 0 |
| li1 | - | - | 173 | - |
| met1 | 0.04116 | 442 | 134 | 0.40 |
| met3 | 0.03409 | 172 | 2 | 0.16 |
| met2 | 0.05056 | 485 | 13 | 0.44 |
==> worst max path at each step <==
stage / start / endpoint / slack [ps] / depth (start not counted)
after CTS: in[0] / out[8]$_SDFFE_PP0P_ / 260 / 10
after global routing: in[0] / out[8]$_SDFFE_PP0P_ / 140 / 10
final: in[0] / out[8]$_SDFFE_PP0P_ / 280 / 10
==> area by class of cell <==
type | count | share of cell area
timing repair buffer | 21 | 0.2986
tap | 46 | 0.08273
clock buffer | 3 | 0.03237
clock inverter | 1 | 0.007194
sequential | 9 | 0.2590
multi-input combinational | 26 | 0.3201
==> cells by family after synthesis <==
logic type	share of synthesized area
simple gates	0.08684
flops	0.4311
mux	0.1677
fa+ha+maj	0.2096
compound gates	0.04791
buf+inv	0.03592
xor+xnor	0.02096
==> critical path, cell delays in order <==
cell             delay, ps
clkdlybuf4s50_1        430
ha_1                   210
ha_1                   180
ha_1                   180
ha_1                   180
ha_1                   180
ha_1                   180
ha_1                   180
xnor2_1                120
a211oi_1               210
==> synthesized netlist by cell type (all sizes together) <==
library cell / number
a211oi: 2
buf: 1
clkbuf: 1
dfxtp: 9
ha: 7
mux2i: 7
nor2: 9
xnor2: 1
==> report_power, final <==
part / switching (mW) / internal [mW]
clock network: 0.0470 / 0.0545
logic: 0.0182 / 0.0409
registers: 0.00469 / 0.142
total: 0.0699 / 0.238
==> through the flow <==
stage,cells,util
floorplan,37,-
global placement,102,0.1956
detailed placement,102,0.1956
CTS,106,0.2037
global route,106,0.2037
finish,106,0.2037
