--- /design/flow/run.sh ---
#!/bin/bash
# OpenROAD 26Q1-2900-gdf79404cd8, Yosys 0.63+post, stock flow scripts
make -C /OpenROAD-flow-scripts/flow DESIGN_CONFIG=/design/flow/config.mk WORK_HOME=/design/flow/orfs finish
--- /design/flow/config.mk ---
export PLATFORM = sky130hd
export DESIGN_NAME = cond
export DESIGN_NICKNAME = cond
export VERILOG_FILES = /design/flow/design.v
export SDC_FILE = /design/flow/constraint.sdc
export NUM_CORES = 4
export LEC_CHECK = 1
export CORE_AREA = 10 10 70 70
export DIE_AREA = 0 0 80 80
--- /design/flow/constraint.sdc ---
current_design cond

set clk_period 1.7
set clk_io_pct 0.2

create_clock -name clk0 -period $clk_period

set non_clock_inputs [all_inputs -no_clocks]
set_input_delay [expr $clk_period * $clk_io_pct] -clock clk0 $non_clock_inputs
set_output_delay [expr $clk_period * $clk_io_pct] -clock clk0 [all_outputs]
--- /design/flow/design.v ---
`timescale 1ns / 1ps
module cond(
    input [3:0] cond,
    input N,
    input Z,
    input C,
    input V,
    output reg pass
);
wire n_eq_v;
wire n_ne_v;
assign n_ne_v = (N ^ V);
assign n_eq_v = ~n_ne_v;
    always @(*) begin
        case (cond)
            4'b0000:    pass = Z;                
            4'b0001:    pass = ~Z;               
            4'b0010:    pass = C;                
            4'b0011:    pass = ~C;               
            4'b0100:    pass = N;                
            4'b0101:    pass = ~N;               
            4'b0110:    pass = V;                
            4'b0111:    pass = ~V;               
            4'b1000:    pass = C & ~Z;           
            4'b1001:    pass = ~C | Z;           
            4'b1010:    pass = n_eq_v;           
            4'b1011:    pass = n_ne_v;           
            4'b1100:    pass = ~Z & n_eq_v;      
            4'b1101:    pass = Z | n_ne_v;       
            4'b1110:    pass = 1;                
            4'b1111:    pass = 0;                
            default:    pass = 0;                
        endcase
    end
endmodule
==> flow_metrics.tcl <==
# flow metrics
set metrics [dict create \
    core_area_sq_um 3416 \
    area_leaders "xor2_1, a21oi_1, a2111oi_1, mux2i_1, a311oi_1" \
    status "complete, but fails checks" \
    crit_arrival_ns 1.41 \
    drt-pass1-iter-count 3 \
    stdcell_area_sq_um 402.9 \
    yosys_warnings 1 \
    critPathKind "in -> out" \
    slowest_delay_ns 0.30 \
    required_ns 1.36 \
    place.port_buffers 9 \
    wl_microns 608 \
    crit_path_top_delay_cell "a2111oi_2" \
    synth.distinct_cells 18 \
    startpoint_type "input pin" \
    antenna_left 0 \
    peakVddDrop_mv 0.03446 \
    grt_start_max_net_pins 7 \
    regArea_sq_um 0 \
    ys_area_sq_um 155.1 \
    dp_slack_ns -0.9836 \
    syn_area_sq_um 155.1 \
    ys_seq_share 0 \
    path_cells "buf_8 -> xor2_4 -> xor2_1 -> a2111oi_2 -> a311oi_1 -> o22ai_1 -> buf_2" \
    final_cells 87 \
    leakagePower_nw 0.1564 \
    syn2layout_area_growth_pct 159.7 \
    critPathCaptureType "primary output" \
    floorplan.die_area_sq_um 6400 \
    critPathMaxFanout 2 \
    drc 0 \
    finalSetupViolCount 1 \
    synth_top_area_share 0.1694 \
    period_used_share 1.028 \
    cp_top_family "AND-OR/OR-AND gates" \
    antenna_found_initial 0 \
    p_per_area_nw_per_um2 225.5 \
    fmax_ghz 0.5724 \
    vias_per_cell 2.655 \
    postLayoutSetupSlackWorst_ns -0.04700 \
    hpwl_microns 460.6 \
    ctsHoldBuffers 0 \
    gr-usage-all-layers 0.01872 \
    clock_buffers 0 \
    rows 21 \
    path_buffers 2 \
    grt_overflow_total 0 \
    slew_viol_final 0 \
    num_vias 231 \
    dp.cells 84 \
    grt_pass1_wl_mm 1.014 \
    p_total_mw 0.09083 \
    die_h_microns 80 \
    tool_warnings 34 \
    common_cells "a21oi_1, xor2_1, nor2_1" \
    drtIter0Drc 6 \
    post-route-util 0.1179 \
    synth_top_cell_by_area "xor2_1" \
    grt_setup_unrepaired "yes" \
    grt_pass1_vias 223 \
    relSlewSlack 0.8183 \
    ys_cells 23 \
    hold_viol 0 \
    placed_cell_area_sq_um 351.6 \
    io_pins 9 \
    flops 0 \
    fin_crit_ns 1.747 \
    max-cap-violations 0 \
    place_congestion 0.7686 \
    antenna_cells 0 \
    worst_pin_slew_ns 0.2721 \
    drive_gt1_frac 0.5854 \
    violations "setup timing" \
    syn_inst 23 \
    syn_area_per_cell_sq_um 6.746 \
    initCoreUtil 0.04542 \
    die_w_microns 80 \
    min_path_type "in -> out" \
    wl_per_cell_microns 6.989 \
]
-- routing by layer --
layer / vias to the layer above / share of wire / global-route usage
li1: 123 / - / -
met1: 100 / 0.46 / 0.02710
met2: 8 / 0.35 / 0.02327
met3: 0 / 0.18 / 0.01250
met4: 0 / 0 / 0
met5: - / 0 / 0
-- area by class of cell --
| cell class | count | area [sq um] |
|---|---|---|
| Fill cell | 400 | 3013 |
| Multi-Input combinational cell | 20 | 180.2 |
| Timing Repair Buffer | 20 | 161.4 |
| Tap cell | 46 | 57.56 |
| Inverter | 1 | 3.754 |
-- final timing paths --
kind / startpoint / cells after the start / slack, ns / end
max: N / 7 / -0.05 / pass
min: cond[0] / 5 / 1.20 / pass
-- stage by stage --
step,hold WS [ns],TNS (ns)
5_1_grt,1.257,-0.1603
2_1_floorplan,0.7737,0
4_1_cts,1.330,-0.1968
3_5_place_dp,1.796,-0.9836
3_3_place_gp,1.816,-1.000
6_report,1.204,-0.04700
-- layout by cell type (no fill, tap or decap) --
master | netlist | layout
buf_4 | 1 | 10
a21oi_1 | 3 | 3
clkbuf_2 | 0 | 3
buf_6 | 0 | 3
xor2_1 | 3 | 2
dlygate4sd2_1 | 0 | 2
inv_1 | 1 | 1
xor2_4 | 0 | 1
nand2b_1 | 1 | 1
nor2_1 | 2 | 1
o21ai_0 | 1 | 1
o22a_1 | 1 | 1
nor2_2 | 0 | 1
nor4b_2 | 0 | 1
mux2i_1 | 1 | 1
xnor2_1 | 1 | 1
nor3_1 | 1 | 1
nor2b_2 | 0 | 1
a211oi_2 | 0 | 1
a2111oi_2 | 0 | 1
a311oi_1 | 1 | 1
o22ai_1 | 1 | 1
buf_8 | 0 | 1
buf_2 | 0 | 1
-- power by group --
| part | internal (mW) | switching (mW) | leakage (nW) |
|---|---|---|---|
| logic | 0.0536 | 0.0372 | 0.156 |
| clock network | 0 | 0 | 0 |
| registers | 0 | 0 | 0 |
| total | 0.0536 | 0.0372 | 0.156 |
-- kinds of logic (layout without fill, tap and decap cells) --
family          after synthesis  after routing  synth area share
buf+inv                       3             21           0.09675
xor+xnor                      4              4            0.2258
mux                           1              1           0.06452
simple gates                  6              6            0.2178
compound gates                9              9            0.3952
-- timing repair --
item                       in CTS  in global routing
pin swaps                       7                  8
buffers inserted                2                  1
setup endpoints to repair       1                  1
gates resized                  28                 13
Power figures rest on the tool's default switching activity, not on a simulated workload.
